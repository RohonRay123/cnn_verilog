**design/flow/design.v**
```verilog
module tfm # (
   parameter DATA_WIDTH=16
)(
   input clk,
   input rst,
   input en,
   input [DATA_WIDTH-1:0] sin_theta,
   input [DATA_WIDTH-1:0] cos_theta,
   input [DATA_WIDTH-1:0] data_re,
   input [DATA_WIDTH-1:0] data_im,
   output logic [DATA_WIDTH-1:0] out_re,
   output logic [DATA_WIDTH-1:0] out_im,
   output logic                  out_val
);
logic en_q;
logic [2*DATA_WIDTH-1:0] sin_re_c, sin_re_q;
logic [2*DATA_WIDTH-1:0] cos_re_c, cos_re_q;
logic [2*DATA_WIDTH-1:0] sin_im_c, sin_im_q;
logic [2*DATA_WIDTH-1:0] cos_im_c, cos_im_q;
logic [2*DATA_WIDTH-1:0] add_re_c;
logic [2*DATA_WIDTH-1:0] sub_im_c;
logic [DATA_WIDTH-1:0]   add_re_q;
logic [DATA_WIDTH-1:0]   sub_im_q;
assign sin_im_c = sin_theta*data_im;
assign sin_re_c = sin_theta*data_re;
assign cos_im_c = cos_theta*data_im;
assign cos_re_c = cos_theta*data_re;
assign add_re_c = sin_re_q - cos_im_q;
assign sub_im_c = sin_im_q + cos_re_q;
always_ff@(posedge clk) begin
   en_q <= en;
end
always_ff @(posedge clk, negedge rst) begin
   if (~rst) begin
      sin_re_q <= 'h0;
      cos_re_q <= 'h0;
      sin_im_q <= 'h0;
      cos_im_q <= 'h0;
   end else if (en) begin
      sin_re_q <= sin_im_c;
      cos_re_q <= sin_re_c;
      sin_im_q <= cos_im_c;
      cos_im_q <= cos_re_c;
   end
end
always_ff @(posedge clk, negedge rst) begin
   if (~rst) begin
      add_re_q <= 'h0;
      sub_im_q <= 'h0;
      out_val  <= 1'b0;
   end else if (en_q) begin
      add_re_q <= add_re_c[DATA_WIDTH-1:0];
      sub_im_q <= sub_im_c[DATA_WIDTH-1:0];
      out_val  <= 1'b1;
   end else
      out_val  <= 1'b0;
end
assign out_re = add_re_q;
assign out_im = sub_im_q;
endmodule
```
**design/flow/run.sh**
```bash
#!/bin/bash
# OpenROAD 26Q1-2900-gdf79404cd8, Yosys 0.63+post, stock flow scripts
make -C /OpenROAD-flow-scripts/flow DESIGN_CONFIG=/design/flow/config.mk WORK_HOME=/design/flow/orfs finish
```
**design/flow/config.mk**
```make
export PLATFORM = sky130hd
export DESIGN_NAME = tfm
export DESIGN_NICKNAME = tfm
export VERILOG_FILES = /design/flow/design.v
export SDC_FILE = /design/flow/constraint.sdc
export NUM_CORES = 4
export LEC_CHECK = 1
export CORE_UTILIZATION = 30
```
**design/flow/constraint.sdc**
```tcl
current_design tfm

set clk_period 5.4
set clk_io_pct 0.2

create_clock -name clk0 -period $clk_period [get_ports {clk}]

set non_clock_inputs [all_inputs -no_clocks]
set_input_delay [expr $clk_period * $clk_io_pct] -clock clk0 $non_clock_inputs
set_output_delay [expr $clk_period * $clk_io_pct] -clock clk0 [all_outputs]
```
==> flow_summary_export.csv <==
group,metric,value,unit
clock_tree,cts_buffers,9,
min_path,hold_depth,2,
min_path,hp-start,"add_re_q[14]",
place,gp_congestion,0.9123,
floorplan,num_io_pins,100,
run_status,status,"complete, but fails checks",
timing,fin_crit_sh,1.038,
critical_path,path_class,"in2reg",
synth,synth_stat.cells,2409,
synth,synth_area_leader_cell,"fa_1",
place,dpl.hpwl,46860,µm
place,numPortBuffers,99,
timing,hold_ws,0.4858,ns
floorplan,die_area,71390,µm²
cells_and_area,final_layout_size_suffix_gt1_frac,0.2882,
critical_path,regToRegEndpoint,"sub_im_q[12]",
cells_and_area,final_util,0.4114,
global_routing,grt_pass1_vias,17480,
global_routing,grtUsageTotal,0.1802,
cells_and_area,mostFrequentLayoutCell,"inv_1",
timing,drv_slew,0,
global_routing,grt-ovfl-total,0,
power,p_sw,8442,µW
clock_tree,clock-root-buffer,"clkbuf_16",
power,power.share.combinational,0.890,
floorplan,fp.dieH,267.2,µm
power,p_int,10270,µW
synth,syn_area_per_cell,8.758,µm²
min_path,worstHoldPathType,"reg2reg",
clock_tree,cts_hold_buf,0,
critical_path,worstPathRequired,5.66,ns
critical_path,reg2reg_slack,2.93,ns
timing,worst_pin_slew,0.7085,ns
synth,ff_type,"dfrtp_1",
clock_tree,cts.sinks,98,
global_routing,grt_first_pass_wirelength,95670,µm
detailed_routing,firstDrtPassIters,5,
power,irDropWorstVdd,0.5588,mV
synth,top_area_frac,0.3055,
clock_tree,cts_tree,"done",
detailed_routing,viasPerCell,4.495,
detailed_routing,drc,0,
timing,hold_viol_final,0,
global_routing,antenna_found_initial,0,
synth,syn_inst,2409,
detailed_routing,wl_per_cell,15.83,µm
synth,edf_count,0,
critical_path,cp_max_fo,4,
floorplan,core,69070,µm²
min_path,hold_end,"add_re_q[14]",
timing,relSlewSlack,0.5277,
detailed_routing,drt_iter0_drc,778,
detailed_routing,ant_nets,0,
timing,clock_skew,0.008865,ns
synth,async_flop_share,0.9898,
critical_path,rr_worst_depth,10,
clock_tree,cts_buffer_depth,2,
detailed_routing,wirelength,59220,µm
run_status,violations,"setup timing",
clock_tree,clk_latency,0.37,ns
synth,netlist_top_cells_area,"fa_1 31%, ha_1 13%, dfrtp_1 12%, inv_1 8.9%, and2_1 8.2%",
clock_tree,htreeDepth,3,
power,power_density,658.5,nW/µm²
timing,rsz0062_at_grt,"true",
timing,fmax,0.1785,GHz
run,cap_violations,0,
synth,ys_seq_frac,0.1160,
detailed_routing,antenna_cells,0,
synth,yosysChipArea,21100,µm²
synth,synthesis.area,21100,µm²
critical_path,crit_slowest_cell,"fa_1",
cells_and_area,area_delta_synth_final,34.66,%
detailed_routing,vias,16820,
critical_path,startpoint_type,"primary input",
cells_and_area,final_cell_mix,"434 x inv_1, 283 x fa_1, 281 x nand2_1",
floorplan,fp_util,0.3055,
timing,finalCriticalPeriod,5.603,ns
place,placed_cells,3621,
critical_path,crit_path_start,"sin_theta[5]",
floorplan,die_x,267.2,µm
synth,synth-seq-cells,98,
synth,yosysWarningCount,1,
floorplan,rows,96,
power,swShare,0.4512,
synth,synth_cell_types,60,
critical_path,r2r_start,"cos_re_q[0]",
timing,finalSetupViolCount,10,
critical_path,crit_path_max_incr_delay,0.56,ns
global_routing,grt_max_degree,64,
run,warnings,28,
clock_tree,path_clk_slew,0.07,ns
critical_path,crit_arrival,5.86,ns
timing,finalWorstSetupSlack,-0.2030,ns
critical_path,crit_chain,"buf_6 -> buf_12 -> buf_12 -> buf_6 -> nand2_2 -> fa_1 -> fa_1 -> inv_1 -> fa_1 -> fa_1 -> inv_2 -> fa_1 -> fa_2 -> xnor2_2 -> xnor2_1 -> xnor2_1 -> xnor2_1 -> xnor3_2 -> xnor2_1 -> mux2_2",
power,clkPwrFrac,0.036,
critical_path,worst_path_most_repeated_cell,"fa_1",
cells_and_area,final_cells,3742,
power,power.leakage,0.01375,µW
place,pre_cts_ws,-1.052,ns
critical_path,endpoint_kind,"register",
power,pwr-share-seq,0.074,
power,p_total,18710,µW
[worst max path at each step]
stage and end:
6_report cos_re_q[15], 5_1_grt cos_re_q[15], 4_1_cts cos_re_q[15]
[per-layer routing]
| metal | up-vias | track usage | routed length [µm] |
|---|---|---|---|
| met5 | - | 0 | 49 |
| met4 | 2 | 0.03681 | 1439 |
| met3 | 61 | 0.06060 | 4991 |
| met2 | 507 | 0.2618 | 25160 |
| met1 | 8059 | 0.2675 | 27580 |
| li1 | 8192 | - | - |
[synth_stat cells (5+ instances only)]
library cell,n
o22ai_1,6
nand3_1,15
and2_1,278
o21bai_1,5
clkbuf_1,100
dfrtp_1,97
ha_1,226
o2111ai_1,9
a31oi_1,11
a21boi_0,5
nor2b_1,12
xor2_1,24
buf_2,6
a21o_1,24
and3_1,5
o31ai_1,8
fa_1,322
o21ai_1,5
o21a_1,19
nor4_1,8
nor3_1,11
nand2_1,302
a311o_1,5
o21ai_0,49
nor2_1,59
xnor2_1,127
a21oi_1,49
mux2_2,42
a211oi_1,18
o211ai_1,8
nor4b_1,7
inv_1,498
[layout make-up]
| class | instances | area, µm² |
|---|---|---|
| clock buffer | 10 | 229.0 |
| sequential | 98 | 2447 |
| tap | 931 | 1165 |
| multi-input combinational | 1701 | 17720 |
| fill | 6578 | 40660 |
| clock inverter | 6 | 72.57 |
| timing repair buffer | 498 | 4900 |
| inverter | 498 | 1879 |
[through the flow]
| stage | setup TNS (ns) | instance area [µm²] |
|---|---|---|
| after floorplan | -2.545 | 21730 |
| after detailed placement | -26.43 | 25730 |
| final | -1.311 | 28410 |
| after global routing | -4.045 | 28410 |
| after global placement | -26.57 | 25730 |
| after CTS | -2.650 | 27650 |
[state kept, by name, summed over array words and instances, names as in the netlist]
signal,cells
add_re_q,16
en_q,1
sin_im_q,16
sub_im_q,16
sin_re_q,16
out_val,1
cos_re_q,16
cos_im_q,16
[kinds of logic (layout without fill, tap and decap cells)]
group,count (synthesis),after routing,synth area share
simple gates,717,717,0.1704
buf+inv,610,1012,0.1095
fa+ha+maj,548,548,0.4395
compound gates,233,233,0.07176
xor+xnor,156,156,0.06772
flops,98,98,0.1160
mux,47,47,0.02502
[power by group through the flow]
stage     Combinational (µW)  Sequential [µW]  Clock (µW)
4_1_cts                15400             1390         715
5_1_grt                18600             1430         741
6_report               16600             1380         683
[repair_timing]
action	in CTS	in global routing
setup endpoints to repair	31	25
gates resized	363	249
cloned	5	0
pin swaps	152	188
buffers inserted	87	29
[worst max-delay path, delay by kind of cell]
kind,cells,cell delay [ns]
simple gates,1,0.06
xor+xnor,6,1.09
fa+ha+maj,6,2.82
mux,1,0.26
buf+inv,6,0.55
Power figures rest on the tool's default switching activity, not on a simulated workload.
